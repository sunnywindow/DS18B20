===== flow/run.sh =====
#!/bin/bash
# OpenROAD 26Q1-2900-gdf79404cd8, Yosys 0.63+post, stock flow scripts
make -C /OpenROAD-flow-scripts/flow DESIGN_CONFIG=/design/flow/config.mk WORK_HOME=/design/flow/orfs finish

===== flow/config.mk =====
export PLATFORM = sky130hd
export DESIGN_NAME = key_debounce
export DESIGN_NICKNAME = key_debounce
export VERILOG_FILES = /design/flow/design.v
export SDC_FILE = /design/flow/constraint.sdc
export NUM_CORES = 4
export LEC_CHECK = 1
export CORE_AREA = 10 10 101 101
export DIE_AREA = 0 0 111 111

===== flow/constraint.sdc =====
current_design key_debounce

set clk_period 3.4
set clk_io_pct 0.2

create_clock -name clk0 -period $clk_period [get_ports {clk}]

set non_clock_inputs [all_inputs -no_clocks]
set_input_delay [expr $clk_period * $clk_io_pct] -clock clk0 $non_clock_inputs
set_output_delay [expr $clk_period * $clk_io_pct] -clock clk0 [all_outputs]

===== flow/design.v =====
module key_debounce (
    input   wire        clk     ,
    input   wire        rst_n   ,
    input   wire [3:0]  key_in  ,
    output  wire [3:0]  key_out
);
    parameter MAX_20ms = 20'd1_000_000;
    reg     [19:0] cnt_20ms ;
    reg     [3:0]  key_flag ;
    reg            start    ;    
    reg     [3:0]  key_r0   ;   
    reg     [3:0]  key_r1   ;   
    wire    [3:0]  nedge    ;
    reg     [3:0]  flag     ;
    always @(posedge clk or negedge rst_n) begin
        if(!rst_n) begin
            cnt_20ms <= 20'd0;
        end
        else if (nedge) begin
            cnt_20ms <= MAX_20ms;
        end
        else if(start) begin
            if(cnt_20ms == 1'd1)begin
                cnt_20ms <= 20'd0;
            end
            else begin
                cnt_20ms <= cnt_20ms - 1'd1; 
            end
        end
        else if(flag) begin
            cnt_20ms <= MAX_20ms;
        end
        else begin
            cnt_20ms <= cnt_20ms;
        end
    end
    always @(posedge clk or negedge rst_n) begin
        if(!rst_n) begin
            key_r0 <= 4'b1111;
            key_r1 <= 4'b1111;
        end
        else begin
            key_r0 <= key_in;        
            key_r1 <= key_r0;        
        end
    end
    always @(posedge clk or negedge rst_n) begin
        if(!rst_n) begin
            start <= 1'b0;
        end
        else if(nedge) begin
            start <= 1'b1;
        end
        else if(cnt_20ms == 1'b1) begin
            start <= 1'b0;
        end
        else begin
            start <= start;
        end
    end
    always @(posedge clk or negedge rst_n) begin
        if(!rst_n) begin
            flag <= 4'b0000;
        end
        else if(cnt_20ms == 1'b1) begin
            flag <= ~key_r0;
        end
        else begin
            flag <= 4'b0000;
        end
    end
    assign nedge = ~key_r0 & key_r1;
    assign key_out = flag;
endmodule

==> flow_metrics.tcl <==
# implementation run metrics
set metrics [dict create \
    root_buffer "clkbuf_8" \
    cts.repair.resized 0 \
    path_cells "or4_4 -> nor3_4 -> nand4_4 -> nand2_1 -> o22ai_1" \
    syn2layout_area_growth_pct 19.8 \
    clock-sinks 33 \
    cp_max_fo 16 \
    crit_type "reg -> reg" \
    leakage_nw 0.782 \
    tns_ns 0 \
    cp_slowest_cell "or4_4" \
    worst_pin_slew_ns 0.620 \
    chip_area_mm2 0.0123 \
    hold_violations 0 \
    drv_slew 0 \
    grt_antenna_before_repair 0 \
    drc 0 \
    ios 10 \
    fin_crit_ns 2.27 \
    grt_overflow 0 \
    worst_skew_pair.late_latency_ns 0.28 \
    coreArea_mm2 0.00813 \
    grt_pass1_wl_mm 5.66 \
    powerDensity_mw_per_mm2 494 \
    switching_power_w 0.000258 \
    cts_setup_buffers 0 \
    wirelength_mm 3.35 \
    critPathRequiredTime_ns 3.54 \
    final.setup_skew_ns 0.00533 \
    fin_ws_ns 1.13 \
    synth.avg_cell_area_um2 10.4 \
    drv_cap 0 \
    gp_routability_congestion 0.834 \
    cts_hold_buf 0 \
    initCoreUtil 0.203 \
    pwr-share-clk 0.396 \
    tool_warnings 26 \
    period_used_share 0.667 \
    synthArstFlopShare 1.00 \
    ys_area_mm2 0.00165 \
    drtPass1Iterations 4 \
    ys_seq_frac 0.506 \
    dieWidth_um 111 \
    syn_inst 159 \
    antennaDiodeCount 0 \
    dp_slack_ns 1.14 \
    pwr-share-comb 0.148 \
    p_int_w 0.000718 \
    cts_tree "done" \
    yosysCellCount 159 \
    final_antenna_net_count 0 \
    cts_buffers 5 \
    avgViaCountPerCell 4.45 \
    grtUsageTotal 0.0530 \
    grt_max_degree 34 \
    edf_count 0 \
    avgRoutedWirePerCell_um 12.1 \
    die.size.y_um 111 \
    yosysUniqueCellTypes 45 \
    ys_warn_count 1 \
    status "finished clean" \
    hpwl_mm 2.23 \
    port_buffers 9 \
    drive_gt1_frac 0.175 \
    rows 33 \
    p_sw_frac 0.264 \
    drtIter0Drc 115 \
    path_clk_slew_ns 0.07 \
    clockBufferDepth 2 \
    syn_area_mm2 0.00165 \
    cp-start-kind "register" \
    finalSetupViolCount 0 \
    vias 1227 \
    ys_ff 33 \
    p_seq_frac 0.456 \
    crit_path_max_incr_delay_ns 0.58 \
    cts-htree-levels 2 \
    cp-end-kind "register" \
    yosys_most_used_dff "dfrtp_1" \
    grt_pass1_vias 1134 \
    cp.arrival_ns 2.41 \
    final_cell_mix "dfrtp_1, nand2_1, nor2_1" \
    timing.slew.headroom 0.581 \
    hold_path_class "reg -> reg" \
    vdd_drop_max_uv 175 \
    layout_top_cell "dfrtp_1" \
    fmax_mhz 441 \
    rsz0062_at_grt "false" \
]
[cell usage after synthesis (5+ instances only)]
master	number	area share
o22ai_1	5	0.019
dfrtp_1	25	0.38
nor2_1	10	0.023
a21oi_1	5	0.015
inv_1	8	0.018
nand2_1	17	0.039
dfstp_2	8	0.13
a31oi_1	5	0.019
nor3_1	5	0.015
nand3_1	7	0.021
[final cells by class]
cell class                 instances  area (µm²)
clock buffer                       6        82.6
clock inverter                     2        37.5
fill                             842        6160
inverter                           8        30.0
multi-input combinational        111         754
sequential                        33         836
tap                              105         131
timing repair buffer              11         105
[metal layers]
layer	global-route usage	wire, µm	vias to the layer above
met1	0.0793	1670	600
met5	0	0	-
met3	0.0126	105	2
met2	0.0767	1540	20
li1	-	-	605
met4	0.00868	31	0
[registers in the layout (all words and copies together) (netlist names)]
signal    cells
key_r1        4
flag          4
key_r0        4
cnt_20ms     20
start         1
[cell families (layout without fill, tap and decap cells)]
family,Yosys count,in the layout,synth area share
flops,33,33,0.506
mux,1,1,0.00682
buf+inv,15,27,0.0364
compound gates,37,37,0.156
fa+ha+maj,2,2,0.0152
xor+xnor,3,3,0.0159
simple gates,68,68,0.263
[path summary, 6_finish.rpt]
| kind | start | to | slack [ns] | depth (start not counted) |
|---|---|---|---|---|
| min in group asynchronous | rst_n | cnt_20ms[16] | 0.81 | 2 |
| max reg2reg | cnt_20ms[12] | cnt_20ms[1] | 1.13 | 5 |
| max | cnt_20ms[12] | cnt_20ms[1] | 1.13 | 5 |
| max in group asynchronous | rst_n | key_r1[2] | 2.25 | 2 |
| min | key_r0[0] | key_r1[0] | 0.38 | 0 |
| min reg2reg | key_r0[0] | key_r1[0] | 0.38 | 0 |
[worst max-delay path: cells and delay by family, from the launching register on]
| kind | cells | cell delay (ns) |
|---|---|---|
| flip-flops | 1 | 0.44 |
| AND/OR/NAND/NOR | 4 | 1.54 |
| AND-OR/OR-AND | 1 | 0.15 |
[power groups by stage]
| stage | clock network (W) | logic [W] | registers (W) |
|---|---|---|---|
| finish | 0.000386 | 0.000145 | 0.000445 |
| global route | 0.000413 | 0.000161 | 0.000449 |
| CTS | 0.000397 | 0.000144 | 0.000445 |
[stage by stage]
step	power, W	std cells	utilization	area (µm²)	hold slack (ns)
floorplan	0.000553	159	-	1650	0.361
global placement	0.000594	268	0.228	1860	0.366
detailed placement	0.000594	268	0.228	1860	0.369
CTS	0.000986	276	0.243	1980	0.380
global route	0.00102	276	0.243	1980	0.385
finish	0.000976	276	0.243	1980	0.376
Power and IR drop assume default switching activity.
